==> ./design.v <==
module hd6309_debugger(
	input clk,
	input rst_n,
	input [15:0] addr,
	input [7:0] data_in,
	input [7:0] data_out,
	input e,
	input q,
	input bs,
	input ba,
	input rw,
	output reg st_valid,
	output reg [31:0] st_data
);
	reg done;
	reg [2:0] e_buf;
	reg [2:0] q_buf;
	reg ba_buf;
	wire cinit = ~e_buf[1] & ~q_buf[1];
	wire crun = ~e_buf[2] & ~q_buf[2];
	always @(posedge clk)
	begin
		e_buf <= {e_buf[1:0], e};
		q_buf <= {q_buf[1:0], q};
	end
	always @(negedge e)
	begin
		st_data <= {addr, rw ? data_in : data_out, rw, bs, 6'b0};
		ba_buf <= ba;
	end
	always @(posedge clk or negedge rst_n)
		if (~rst_n) begin
			done <= 1'b0;
			st_valid <= 1'b0;
		end else if (cinit & ~crun)
			done <= 1'b0;
		else if (crun && st_valid) 
			st_valid <= 1'b0;
		else if (crun && ~done && ~ba_buf) begin
			done <= 1'b1;
			st_valid <= 1'b1;
		end
endmodule
==> ./run.sh <==
#!/bin/bash
# OpenROAD 26Q1-2900-gdf79404cd8, Yosys 0.63+post, stock flow scripts
make -C /OpenROAD-flow-scripts/flow DESIGN_CONFIG=/design/flow/config.mk WORK_HOME=/design/flow/orfs finish
==> ./config.mk <==
export PLATFORM = sky130hd
export DESIGN_NAME = hd6309_debugger
export DESIGN_NICKNAME = hd6309_debugger
export VERILOG_FILES = /design/flow/design.v
export SDC_FILE = /design/flow/constraint.sdc
export NUM_CORES = 4
export LEC_CHECK = 1
export CORE_AREA = 10 10 107 107
export DIE_AREA = 0 0 117 117
==> ./constraint.sdc <==
current_design hd6309_debugger

set clk_period 2.0
set clk_io_pct 0.2

create_clock -name clk0 -period $clk_period [get_ports {clk}]
create_clock -name clk1 -period $clk_period [get_ports {e}]

set non_clock_inputs [all_inputs -no_clocks]
set_input_delay [expr $clk_period * $clk_io_pct] -clock clk0 $non_clock_inputs
set_output_delay [expr $clk_period * $clk_io_pct] -clock clk0 [all_outputs]
==> reports/results.txt <==
Setup Crit Path Kind -> flip-flop to primary output
Die H -> 117 microns
Vias/cell -> 2.81
core area -> 9200 sq um
DP Wirelength -> 2370 microns
synth warn -> 1
Crit. End Element -> primary output
crit path cell chain -> buf_6
Chip Area, Yosys -> 898 sq um
Max Slew Vio Count -> 0
slowest stage cell, crit path -> dfxtp_2
Leakage -> 0.000855 uW
Clock Skews -> 0.00710 ns
Synth top cell by count -> dfxtp_1
total power draw -> 1880 uW
pwr dens -> 1040 nW/um^2
area grow syn2layout -> 101%
global-route wire length before repair -> 4080 microns
number of enable flip-flop cells -> 0
Flop pwr share -> 40.5%
delay-heaviest family, CP -> flip-flops
post-synth top area cell -> dfxtp_1
Synth Register Bits -> 35
Commonest cells post-synth -> dfxtp_1, mux2_2, buf_4
iteration tally of the first detailed-router pass -> 2
Die X -> 117 microns
clock share of power -> 52.2%
unrepaired setup endpoints after global routing -> yes
post-route ant nets -> 0
Most common reg cell -> dfxtp_1
total die size -> 13,700 sq um
final hold viol count -> 0
CP Max Fanout -> 1
Mapped Area -> 898 sq um
share of layout cells above drive strength 1 -> 32.7%
Synth top area share -> 73.5%
1st-iter DRT viols -> 21
CP startpoint kind -> flip-flop
status -> finished with violations
IO buf count -> 64
gr ovfl total -> 0
placed instance area -> 1650 sq um
Synth Instances -> 58
antenna diode instance count -> 0
Hold Path Class -> clock port to flip-flop
FFs w/ async S/R, synth -> 5.71%
vias after detailed routing -> 760
crit path DRT -> 1.60 ns
Power Internal -> 1460 uW
row count -> 35
switch share -> 22.5%
slowest cell delay on critical path -> 0.31 ns
failing checks -> negative setup slack
Ports -> 72
TritonCTS clock tree -> yes
Initial Util -> 9.77%
endpoints failing setup -> 27
drt total wl -> 2970 microns
Residual DRC -> 0
Critical Path AT -> 1.87 ns
final worst setup slack -> -0.273 ns
Max VDD drop -> 0.334 mV
top cells, area -> dfxtp_1, mux2_2, dfrtp_1, buf_4, o21ai_0
max_cap viols -> 0
buffer-and-inverter tally for the worst setup path -> 1
NetSw -> 422 uW
cells in synth_stat.txt -> 58
RePlAce Congestion -> 0.692
Logic pwr share -> 7.3%
Syn Area/Cell -> 15.5 sq um
OpenROAD warning count -> 28
pin count of the biggest net entering global routing -> 16
fin area -> 1810 sq um
CTS clock-pin slew for the worst setup and hold paths -> 0.04 ns
antenna violations before repair -> 0
wire length per cell -> 11.0 microns
FILL cells -> 1,014
sequential area share after synthesis -> 79.1%
GRT Total Usage -> 3.92%
CTS Hold Buffers Added -> 0
vias in the first global route -> 922
post-synth cell types -> 12
==> power groups by stage <==
stage | Clock [uW] | Sequential [uW] | Combinational, uW
5_1_grt | 1140 | 763 | 149
6_report | 982 | 761 | 137
4_1_cts | 1030 | 759 | 138
==> routing by layer <==
metal,up-vias,wire length [microns],GRT usage (%)
met3,4,328,3.41
li1,377,-,-
met2,43,1490,5.77
met1,336,1080,3.50
met5,-,0,0
met4,0,76,2.55
==> flip-flops by register name (all words and copies together), names as in the netlist <==
name / cells
st_valid: 1
done: 1
ba_buf: 1
q_buf: 3
st_data: 26
e_buf: 3
==> stage by stage <==
step / hold WS (ns) / worst slack [ns] / TNS, ns / cells / util, %
3_3_place_gp: 0.0277 / -0.491 / -8.29 / 232 / 18.0
6_report: 0.00258 / -0.273 / -6.56 / 270 / 19.7
5_1_grt: 0.00511 / -0.326 / -8.05 / 270 / 19.7
4_1_cts: 0.00369 / -0.301 / -7.19 / 270 / 19.5
3_5_place_dp: 0.0277 / -0.509 / -8.42 / 232 / 18.0
2_1_floorplan: 0.0277 / 0.0294 / 0 / 63 / -
==> cell type report <==
| type | count | area (sq um) | area share (%) |
|---|---|---|---|
| clock buffers | 10 | 128 | 7.05 |
| clock inverters | 28 | 131 | 7.26 |
| multi-input cells | 20 | 158 | 8.71 |
| flip-flops and latches | 35 | 716 | 39.6 |
| well taps | 111 | 139 | 7.68 |
| repair buffers | 66 | 538 | 29.7 |
==> placed cells by master (no fill, tap or decap) <==
master	instances
clkdlybuf4s50_1	37
dfxtp_1	29
inv_1	27
buf_2	25
clkbuf_8	9
mux2_2	8
conb_1	6
dfxtp_2	4
buf_6	3
o21ai_0	2
dfrtp_1	2
o21ba_2	1
o31ai_2	1
or4_1	1
o21ai_1	1
clkbuf_1	1
bufinv_16	1
dlygate4sd2_1	1
==> repair_timing <==
item,4_1_cts,5_1_grt
pin swaps,0,0
gates resized,87,5
setup endpoints to repair,35,28
cloned,1,0
buffers inserted,0,0
==> path summary, 6_finish.rpt <==
path                             start  slack, ns          end  depth (start not counted)
min in group clk1             addr[10]       1.38  st_data[26]                          1
max in group clk1                   rw       0.17  st_data[14]                          3
hold reg to reg               e_buf[0]       0.32     e_buf[1]                          0
min in group asynchronous        rst_n       0.33         done                          1
setup / recovery           st_data[13]      -0.27  st_data[13]                          1
hold / removal                       e      0.003     e_buf[0]                          2
max in group asynchronous        rst_n       1.55     st_valid                          1
setup reg to reg                ba_buf      -0.10     st_valid                          2
==> kinds of logic after synthesis <==
logic type / after synthesis / synth area share, %
multiplexers: 8 / 10.0
other: 1 / 0.417
AND-OR/OR-AND: 5 / 3.62
buffers and inverters: 8 / 5.99
flip-flops: 35 / 79.1
AND/OR/NAND/NOR: 1 / 0.836
No activity file was given, so power comes from the tool's default toggle rates.
