### ./config.mk
export PLATFORM = sky130hd
export DESIGN_NAME = address_translator
export DESIGN_NICKNAME = address_translator
export VERILOG_FILES = /design/flow/design.v
export SDC_FILE = /design/flow/constraint.sdc
export NUM_CORES = 4
export LEC_CHECK = 1
export CORE_AREA = 10 10 70 70
export DIE_AREA = 0 0 80 80
### ./constraint.sdc
current_design address_translator

set clk_period 4.3
set clk_io_pct 0.2

create_clock -name clk0 -period $clk_period

set non_clock_inputs [all_inputs -no_clocks]
set_input_delay [expr $clk_period * $clk_io_pct] -clock clk0 $non_clock_inputs
set_output_delay [expr $clk_period * $clk_io_pct] -clock clk0 [all_outputs]
### ./design.v
module address_translator(
	input [15:0] hd6309_addr,
	input hd6309_rw,
	output reg [19:0] hd6309_addr_ext
);
   always @(hd6309_addr or hd6309_rw)
		if (hd6309_addr >= 16'hF800) 
			hd6309_addr_ext = 20'h10800 + hd6309_addr - 16'hF800;
		else if (hd6309_addr == 16'hF7FE && hd6309_rw)
			hd6309_addr_ext = 20'h10100;
		else if (hd6309_addr == 16'hF7FE && ~hd6309_rw)
			hd6309_addr_ext = 20'h10200;
		else
			hd6309_addr_ext = 20'h00000 + hd6309_addr;
endmodule
### ./run.sh
#!/bin/bash
# OpenROAD 26Q1-2900-gdf79404cd8, Yosys 0.63+post, stock flow scripts
make -C /OpenROAD-flow-scripts/flow DESIGN_CONFIG=/design/flow/config.mk WORK_HOME=/design/flow/orfs finish
==> flow_summary_export.csv <==
group,metric,value,unit
run,warnings,32,
synthesis,ys_seq_frac,0,
timing,slew_viol_final,0,
place,io_buffers,34,
grt,grt_max_degree,8,
timing,finalCritPeriodShare,0.857,
synthesis,ys_sh_adder,0.0490,
layout,finalInstanceArea,638,um^2
clock_network,cts_hold_buf,0,
synthesis,yosys_cells,35,
layout,seqCellArea,0,um^2
grt,antenna_found_initial,0,
floorplanning,core_area,3420,um^2
place,dp_hpwl,1110,um
synthesis,mux_share,0.0441,
floorplanning,die_h,80,um
layout,clkbuf_count,0,
layout,comb_area,221,um^2
synthesis,synth-simple-area-share,0.637,
synthesis,syn_avg_cell_area,7.29,um^2
critical_path,crit_arrival,2.82,ns
power_and_ir_drop,power_density,66.8,nW/um^2
timing,setup_viol,0,
status,outcome,"complete, no violations",
floorplanning,die_w,80,um
clock_network,cts_resized,0,
worst_hold_path,hold_path_class,"input port to primary output",
detailed_routing,antenna_left,0,
clock_network,post_cts_buffers,0,
detailed_routing,vias_per_cell,3.17,
power_and_ir_drop,irDropWorstVdd,23.5,uV
synthesis,synthCells,35,
timing,rsz0062_at_grt,"no",
place,place_area,638,um^2
grt,grt_overflow,0,
synthesis,ys.warnings.count,1,
floorplanning,initial_utilization,0.0747,
critical_path,crit_path_start_kind,"input port",
detailed_routing,drt_wl_total,1210,um
detailed_routing,route.detailed.drc,0,
grt,grt_pass1_vias,368,
critical_path,crit_path_end_kind,"primary output",
timing,hold_viol,0,
power_and_ir_drop,p_leak,0.245,nW
grt,grt_pass1_wl,1810,um
floorplanning,ios,37,
synthesis,aoi_share,0.0931,
synthesis,netlist_logic_family_top,"simple AND/OR/NAND/NOR gates",
grt,grt_util_all_layers,0.0342,
critical_path,path_class,"input port to primary output",
critical_path,cpLargestDelayFamily,"buffers and inverters",
critical_path,worst-path-max-fanout,7,
detailed_routing,wl_per_cell,10.7,um
detailed_routing,first_iter_violations,2,
timing,max_freq,271,MHz
synthesis,yosysUniqueCellTypes,20,
run,cap_viol_max_count,0,
detailed_routing,vias,358,
layout,area_delta_synth_final,150,%
critical_path,cp.depth,7,
critical_path,cp_common_cell,"clkdlybuf4s50_1",
synthesis,syn_area,255,um^2
floorplanning,rows,21,
detailed_routing,dr.pass1.iters,4,
layout,seq_cells,0,
critical_path,max_stage_delay,0.52,ns
critical_path,crit_slowest_cell,"clkdlybuf4s50_1",
layout,final_util,0.187,
timing,fin_tns_setup,0,ns
layout,drive_gt1_frac,0.0746,
critical_path,cp_cell_sequence,"clkdlybuf4s50_1 > ha_1 > nand3_1 > nor4_4 > buf_4 > and3b_1 > clkdlybuf4s50_1",
synthesis,ys_chip_area,255,um^2
layout,fillCellCount,382,
timing,fin_crit,3.68,ns
place,place_congestion,0.762,
critical_path,path_buffers,3,
floorplanning,chip_area,6400,um^2
synthesis,ys_sh_xor,0,
worst_hold_path,min_path_cells,2,
critical_path,crit_required,3.44,ns
detailed_routing,diodes,0,
cell usage after synthesis (all sizes together) (2+ instances only):
cell type,n,share of area
nor2b,6,0.15
buf,4,0.12
nand4,3,0.074
and2b,2,0.059
clkbuf,2,0.029
nand2,2,0.029
nand3,2,0.039
o21ai,2,0.039
power breakdown:
part / switching (mW) / internal (mW) / total, mW
clock network: 0 / 0 / 0
registers: 0 / 0 / 0
logic: 0.0106 / 0.0320 / 0.0426
stage by stage:
stage | worst slack, ns | std cells | hold slack [ns] | power [mW]
after floorplan | 1.64 | 37 | 1.75 | 0.00960
after global placement | 0.640 | 113 | 2.57 | 0.0434
after detailed placement | 0.577 | 113 | 2.56 | 0.0434
after CTS | 0.583 | 113 | 2.57 | 0.0438
after global routing | 0.458 | 113 | 2.60 | 0.0471
final | 0.615 | 113 | 2.56 | 0.0426
logic make-up after synthesis:
logic type | Yosys count
buf+inv | 7
compound gates | 4
fa+ha+maj | 1
other cells | 1
simple gates | 21
mux | 1
worst paths after layout:
kind / from / slack [ns] / to
worst min-delay path: hd6309_addr[0] / 2.56 / hd6309_addr_ext[0]
worst max-delay path: hd6309_addr[12] / 0.62 / hd6309_addr_ext[14]
layout make-up:
| cell class | count | share of cell area |
|---|---|---|
| Timing Repair Buffer | 36 | 0.557 |
| Multi-Input combinational cell | 30 | 0.347 |
| Tap cell | 46 | 0.0902 |
| Inverter | 1 | 0.00588 |
routing by layer:
metal  up-vias  part of all wire  global-route usage
met4         0                 0                   0
met2        24              0.40              0.0522
met3         0              0.18              0.0193
met5         -                 0                   0
met1       153              0.42              0.0435
li1        181                 -                   -
cell usage in the layout (no fill, tap or decap):
cell | Yosys | routed
clkdlybuf4s50_1 | 0 | 34
nor2b_1 | 6 | 6
nand4_1 | 3 | 3
conb_1 | 1 | 3
nand3_1 | 2 | 2
nand2_1 | 2 | 2
o21ai_0 | 2 | 2
and2b_1 | 2 | 2
buf_4 | 4 | 2
nand4bb_4 | 1 | 1
nor4_4 | 1 | 1
inv_1 | 1 | 1
o22ai_1 | 1 | 1
or2_2 | 1 | 1
mux2_1 | 1 | 1
and3b_1 | 1 | 1
nand2b_1 | 1 | 1
nor2_1 | 1 | 1
a21boi_0 | 1 | 1
ha_1 | 1 | 1
Power figures rest on the tool's default switching activity, not on a simulated workload.
